### flow/design.v
module alu (input signed [31:0] in1, input signed [31:0] in2, input [3:0] opCode, input [4:0] shiftAmt, output signed [31:0] result);
	assign result = opCode == 0 ? in1 + in2 :
			opCode == 1 ? in1 - in2 :
			opCode == 2 ? in1 & in2 :
			opCode == 3 ? in1 | in2 :
			opCode == 4 ? in1 << shiftAmt :
			opCode == 5 ? in1 >> shiftAmt :
			opCode == 6 ? in1 >>> shiftAmt :
			opCode == 7 ? in1 > in2 ? 1 : 0 :
			opCode == 8 ? in1 < in2 ? 1 : 0 : 0;
endmodule
module alu_tb;
	reg signed [31:0] in1;
	reg signed [31:0] in2;
	reg [3:0] opCode;
	reg [4:0] shiftAmt;
	wire signed [31:0] result;
	initial begin
		shiftAmt = 0;
		#10 opCode = 0; in1 = 5; in2 = 7; #2 $display ("%d + %d = %d", in1, in2, result);
		#10 in1 = -5; in2 = -7; #2 $display ("%d + %d = %d", in1, in2, result);
		#10 in1 = -5; in2 = 7; #2 $display ("%d + %d = %d", in1, in2, result);
		#10 in1 = 5; in2 = -7; #2 $display ("%d + %d = %d", in1, in2, result);
		#10 opCode = 1; in1 = 5; in2 = 7; #2 $display ("%d - %d = %d", in1, in2, result);
		#10 in1 = -5; in2 = -7; #2 $display ("%d - %d = %d", in1, in2, result);
		#10 in1 = -5; in2 = 7; #2 $display ("%d - %d = %d", in1, in2, result);
		#10 in1 = 5; in2 = -7; #2 $display ("%d - %d = %d", in1, in2, result);
		#10	opCode = 2;	in1 = 1; in2 = 1; #2 $display ("%d & %d = %d", in1, in2, result);
		#10 in2 = 0; #2 $display ("%d & %d = %d", in1, in2, result);
		#10 in1 = 0; #2 $display ("%d & %d = %d", in1, in2, result);
		#10 in2 = 1; #2 $display ("%d & %d = %d", in1, in2, result);
		#10 opCode = 3; in1 = 1; #2 $display ("%d | %d = %d", in1, in2, result);
		#10 in2 = 0; #2 $display ("%d | %d = %d", in1, in2, result);
		#10 in1 = 0; #2 $display ("%d | %d = %d", in1, in2, result);
		#10 in2 = 1; #2 $display ("%d | %d = %d", in1, in2, result);
		#10 opCode = 4; in1 = 1; shiftAmt = 1; #2 $display ("%b << %d = %b", in1, shiftAmt, result);
		#10 in1 = 2; shiftAmt = 2; #2 $display ("%b << %d = %b", in1, shiftAmt, result);
		#10 in1 = 4; shiftAmt = 3; #2 $display ("%b << %d = %b", in1, shiftAmt, result);
		#10 in1 = 8; shiftAmt = 4; #2 $display ("%b << %d = %b", in1, shiftAmt, result);
		#10 opCode = 5; in1 = 16; shiftAmt = 1; #2 $display ("%b >> %d = %b", in1, shiftAmt, result);
		#10 in1 = 2; #2 $display ("%b >> %d = %b", in1, shiftAmt, result);
		#10 in1 = 4; shiftAmt = 3; #2 $display ("%b >> %d = %b", in1, shiftAmt, result);
		#10 in1 = 8; shiftAmt = 4; #2 $display ("%b >> %d = %b", in1, shiftAmt, result);
		#10 in1 = -16; shiftAmt = 1; #2 $display ("%b >> %d = %b", in1, shiftAmt, result);
		#10 in1 = -2; #2 $display ("%b >> %d = %b", in1, shiftAmt, result);
		#10 in1 = -4; shiftAmt = 3; #2 $display ("%b >> %d = %b", in1, shiftAmt, result);
		#10 in1 = -8; shiftAmt = 4; #2 $display ("%b >> %d = %b", in1, shiftAmt, result);
		#10 opCode = 6; in1 = 16; shiftAmt = 1; #2 $display ("%b >>> %d = %b", in1, shiftAmt, result);
		#10 in1 = 2; #2 $display ("%b >>> %d = %b", in1, shiftAmt, result);
		#10 in1 = 4; shiftAmt = 3; #2 $display ("%b >>> %d = %b", in1, shiftAmt, result);
		#10 in1 = 8; shiftAmt = 4; #2 $display ("%b >>> %d = %b", in1, shiftAmt, result);
		#10 in1 = -16; shiftAmt = 1; #2 $display ("%b >>> %d = %b", in1, shiftAmt, result);
		#10 in1 = -2; #2 $display ("%b >>> %d = %b", in1, shiftAmt, result);
		#10 in1 = -4; shiftAmt = 3; #2 $display ("%b >>> %d = %b", in1, shiftAmt, result);
		#10 in1 = -8; shiftAmt = 4; #2 $display ("%b >>> %d = %b", in1, shiftAmt, result);
		#10 opCode = 7; in1 = 16; in2 = 7; #2 $display ("%d > %d = %d", in1, in2, result);
		#10 in1 = -16; in2 = -7; #2 $display ("%d > %d = %d", in1, in2, result);
		#10 in1 = -16; in2 = 7; #2 $display ("%d > %d = %d", in1, in2, result);
		#10 in1 = 16; in2 = -7; #2 $display ("%d > %d = %d", in1, in2, result);
		#10 opCode = 8; in1 = 16; in2 = 7; #2 $display ("%d < %d = %d", in1, in2, result);
		#10 in1 = -16; in2 = -7; #2 $display ("%d < %d = %d", in1, in2, result);
		#10 in1 = -16; in2 = 7; #2 $display ("%d < %d = %d", in1, in2, result);
		#10 in1 = 16; in2 = -7; #2 $display ("%d < %d = %d", in1, in2, result);
	end
	alu alu1 (in1, in2, opCode, shiftAmt, result);
endmodule
module mux (input selCh, input [31:0] inCh0, input [31:0] inCh1, output [31:0] selData);
	assign selData = selCh == 0 ? inCh0 :
			  selCh == 1 ? inCh1 : 0;
endmodule
module mux_tb;
	reg selCh;
	reg [31:0] inCh0;
	reg [31:0] inCh1;
	wire [31:0] selData;
	initial begin
		$monitor ("selCh:%d inCh0:%d inCh1:%d selData:%d", selCh, inCh0, inCh1, selData);
		#10 selCh = 0; inCh0 = 102; inCh1 = 15;
		#10 selCh = 1;
		#10 inCh0 = 53;
		#10 inCh1 = 77;
		#10 selCh = 0;
	end
	mux m1 (selCh, inCh0, inCh1, selData);
endmodule
module project (input wrEnable, input [4:0] wrReg, input [4:0] rdReg1, input [4:0] rdReg2, input clk, input [3:0] opCode, input [4:0] shiftAmt, output signed [31:0] result, input selCh, input [31:0] selData);
	wire [31:0] selected;
	wire signed [31:0] rdData1;
	wire signed [31:0] rdData2;
	registerFile regFile1 (wrEnable, wrReg, selected, rdReg1, rdData1, rdReg2, rdData2, clk);
	alu alu1 (rdData1, rdData2, opCode, shiftAmt, result);
	mux m1 (selCh, selData, result, selected);
endmodule
module project_tb;
	reg wrEnable;
	reg [4:0] wrReg;
	reg [4:0] rdReg1;
	reg [4:0] rdReg2;
	reg clk;
	reg [3:0] opCode;
	reg [4:0] shiftAmt;
	wire signed [31:0] result;
	reg selCh;
	reg [31:0] selData;
	always begin #5 clk = ~clk; end
	initial begin
		$monitor ("Your result = %d", result);
		clk = 0; selCh = 0;
		#10 $display ("Register file's 1st register = 1."); wrEnable = 1; wrReg = 0; selData = 1;
		#10 $display ("Register file's 2nd register = 7."); wrReg = 1; selData = 7; #10 wrEnable = 0;
		#10 $display ("Choosing register file's 1st and 2nd registers as it's outputs, and adding both."); rdReg1 = 0; rdReg2 = 1; opCode = 0;
		#10 $display ("Subtracting both."); opCode = 1;
		#10 $display ("Changing 2nd register = 0 and subtrcating both again."); wrEnable = 1; selData = 0; #10 wrEnable = 0;
		#10 $display ("Putting both registers at the terminals of an AND gate."); opCode = 2;
		#10 $display ("Putting both registers at the terminals of an OR gate."); opCode = 3;
		#10 $display ("Shifting 1st register's binary value 3 digits to the left."); shiftAmt = 3; opCode = 4;
		#10 $display ("Register file's 1st register = last operation's answer, and shifting it's binary value 3 digits to the left."); wrEnable = 1; wrReg = 0; selCh = 1; #10 wrEnable = 0;
		#10 $display ("Shifting 1st register's binary value 2 digits to the right logicaly."); shiftAmt = 2; opCode = 5;
		#10 $display ("Changing 1st register = -9 and shifting it's binary value 2 digits to the right logicaly."); wrEnable = 1; wrReg = 0; selCh = 0; selData = -9; #10 wrEnable = 0;  
		#10 $display ("Shifting 1st register's binary value 1 digits to the right arithmeticaly."); shiftAmt = 1; opCode = 6;
		#10 $display ("Is 1st register's value greater than 2nd register's value?"); opCode = 7;
		#10 $display ("Is 1st register's value less than 2nd register's value?"); opCode = 8;
	end
	project p1 (wrEnable, wrReg, rdReg1, rdReg2, clk, opCode, shiftAmt, result, selCh, selData);
endmodule
module registerFile (input wrEnable, input [4:0] wrReg, input [31:0] wrData, input [4:0] rdReg1, output [31:0] rdData1, input [4:0] rdReg2, output [31:0] rdData2, input clk);
	reg [31:0] regFile [31:0];
	assign rdData1 = regFile[rdReg1];
	assign rdData2 = regFile[rdReg2];
	always @(posedge clk) begin if (wrEnable) begin regFile[wrReg] <= wrData; end end
endmodule
module registerFile_tb();
	reg wrEnable;
	reg [4:0] wrReg;
	reg [31:0] wrData;
	reg [4:0] rdReg1;
	wire [31:0] rdData1;
	reg [4:0] rdReg2;
	wire [31:0] rdData2;
	reg clk;
	reg [5:0] index;  
	always begin #5 clk = ~clk; end
	initial begin
		clk = 0;
		wrEnable = 1;
		for (index = 0; index < 32; index = index + 1) begin #10 wrReg = index; wrData = index * 2; $display ("wrReg:%d wrData:%d", wrReg, wrData); end
		#10 wrEnable = 0; wrReg = 31; wrData = 93;
		#10 rdReg1 = 0; rdReg2 = 1; #2 $display ("rdReg1:%d rdData1:%d rdReg2:%d rdData2:%d", rdReg1, rdData1, rdReg2, rdData2);
		#10 rdReg1 = 2; rdReg2 = 3; #2 $display ("rdReg1:%d rdData1:%d rdReg2:%d rdData2:%d", rdReg1, rdData1, rdReg2, rdData2);
		#10 rdReg1 = 4; rdReg2 = 5; #2 $display ("rdReg1:%d rdData1:%d rdReg2:%d rdData2:%d", rdReg1, rdData1, rdReg2, rdData2);
		#10 rdReg1 = 6; rdReg2 = 7; #2 $display ("rdReg1:%d rdData1:%d rdReg2:%d rdData2:%d", rdReg1, rdData1, rdReg2, rdData2);
		#10 rdReg1 = 8; rdReg2 = 9; #2 $display ("rdReg1:%d rdData1:%d rdReg2:%d rdData2:%d", rdReg1, rdData1, rdReg2, rdData2);
		#10 rdReg1 = 10; rdReg2 = 11; #2 $display ("rdReg1:%d rdData1:%d rdReg2:%d rdData2:%d", rdReg1, rdData1, rdReg2, rdData2);
		#10 rdReg1 = 12; rdReg2 = 13; #2 $display ("rdReg1:%d rdData1:%d rdReg2:%d rdData2:%d", rdReg1, rdData1, rdReg2, rdData2);
		#10 rdReg1 = 14; rdReg2 = 15; #2 $display ("rdReg1:%d rdData1:%d rdReg2:%d rdData2:%d", rdReg1, rdData1, rdReg2, rdData2);
		#10 rdReg1 = 16; rdReg2 = 17; #2 $display ("rdReg1:%d rdData1:%d rdReg2:%d rdData2:%d", rdReg1, rdData1, rdReg2, rdData2);
		#10 rdReg1 = 18; rdReg2 = 19; #2 $display ("rdReg1:%d rdData1:%d rdReg2:%d rdData2:%d", rdReg1, rdData1, rdReg2, rdData2);
		#10 rdReg1 = 20; rdReg2 = 21; #2 $display ("rdReg1:%d rdData1:%d rdReg2:%d rdData2:%d", rdReg1, rdData1, rdReg2, rdData2);
		#10 rdReg1 = 22; rdReg2 = 23; #2 $display ("rdReg1:%d rdData1:%d rdReg2:%d rdData2:%d", rdReg1, rdData1, rdReg2, rdData2);
		#10 rdReg1 = 24; rdReg2 = 25; #2 $display ("rdReg1:%d rdData1:%d rdReg2:%d rdData2:%d", rdReg1, rdData1, rdReg2, rdData2);
		#10 rdReg1 = 26; rdReg2 = 27; #2 $display ("rdReg1:%d rdData1:%d rdReg2:%d rdData2:%d", rdReg1, rdData1, rdReg2, rdData2);
		#10 rdReg1 = 28; rdReg2 = 29; #2 $display ("rdReg1:%d rdData1:%d rdReg2:%d rdData2:%d", rdReg1, rdData1, rdReg2, rdData2);
		#10 rdReg1 = 30; rdReg2 = 31; #2 $display ("rdReg1:%d rdData1:%d rdReg2:%d rdData2:%d", rdReg1, rdData1, rdReg2, rdData2);
	end
	registerFile regFile1 (wrEnable, wrReg, wrData, rdReg1, rdData1, rdReg2, rdData2, clk);
endmodule
### flow/constraint.sdc
current_design project

set clk_period 15.0
set clk_io_pct 0.2

create_clock -name clk0 -period $clk_period [get_ports {clk}]

set non_clock_inputs [all_inputs -no_clocks]
set_input_delay [expr $clk_period * $clk_io_pct] -clock clk0 $non_clock_inputs
set_output_delay [expr $clk_period * $clk_io_pct] -clock clk0 [all_outputs]
### flow/config.mk
export PLATFORM = sky130hd
export DESIGN_NAME = project
export DESIGN_NICKNAME = project
export VERILOG_FILES = /design/flow/design.v
export SDC_FILE = /design/flow/constraint.sdc
export NUM_CORES = 4
export LEC_CHECK = 1
export CORE_UTILIZATION = 30
### flow/run.sh
#!/bin/bash
# OpenROAD 26Q1-2900-gdf79404cd8, Yosys 0.63+post, stock flow scripts
make -C /OpenROAD-flow-scripts/flow DESIGN_CONFIG=/design/flow/config.mk WORK_HOME=/design/flow/orfs finish
==> run notes <==
run results: Congestion Overflow GR 0, core area about 190000 µm², Final HPWL DP 139 mm, crit-path cells buf_8 > buf_12 > buf_12 > buf_4 > mux2i_1 > a22o_1 > nor3_1 > a31oi_1 > nand3_1 > buf_4 > inv_1 > ha_1 > nor4_1 > and3_1 > o311ai_0 > a31oi_1 > nor2_1 > o221ai_1 > nor3_1 > o31ai_1 > a221oi_2 > nor2_1 > clkdlybuf4s50_1, highest metal used met5, die width about 440 µm, Via density approximately 6, Largest Register regFile1.regFile, antenna violations before repair 6, post-route ant nets 0, CTS buffer count 96, Post-Syn Area 56600 µm², Max Clk Rate 75.5 MHz, Finished Core Util 34.4%, largest net degree at the start of global routing 74, Commonest Layout Cell edfxtp_1, clock period minus worst slack 13250 ps, worst-path fanout max 68, CTS tree yes, leading registers by flop count regFile1.regFile (1024), Port Buffers 90, Mapped Avg Cell Area 15.0 µm², Initial DRT Pass Iterations 6, chip height roughly 440 µm, Synth Seq Share 54.4%, global-route wire length before repair 297 mm, top_reg_cell synth edfxtp_1, Post CTS Setup Buffer Count 0, Routed WL per cell between 30 and 40 µm, vias in the first global route 40216, cts hold-fix bufs 0, Synth flops 1024, worst skew pair latency 730 ps, slowest stage cell on the critical path nor4_1, drt first-iter violations 3006, H-tree depth 3, number of flip-flops in the largest register between 1000 and 1500, Flop area 30700 µm², # fillers about 18000, share of post-route cells with drive strength above 1 between 20 and 25%, worst-case clock buffer depth 3, Core Rows 158, Resize count post-CTS 0, tool warnings 90, worst rel slew slack 34.6%, Clk Tree Root Cell clkbuf_16, Overall Global Routing Usage between 20% and 30%, Worst IR Drop VDD approximately 0.11 mV, CP max stage delay 780 ps, Worst Skew 52.1 ps, Slew Limit Fails 0, most frequent cells in the layout edfxtp_1, mux4_2, mux2i_1, Syn-to-layout area delta 13.3%, worst-margin pin slew 971 ps, DRT met1 WL 68.0 mm, asr flop ratio synth 0%, RD Place Congestion between 1 and 1.5, pwr dens 111 nW/µm², DRC 0, crit end category output port, synth warn 1, Critical Path RT roughly 12000 ps, Fin. Hold Viols 0, worst hold path class reg2reg, unrepaired setup endpoints after global routing no, status completed, die area 190000 µm², flip-flops with a built-in enable between 1000 and 1500, clock transition at the registers of the reported paths 70 ps, final setup TNS 0 ps, Pre-Place Util 30.3%, # setup viols final 0, via count 37689, metal3 WL around 35 mm, yosys cell count 3769, critical path arrival 10250 ps, WL final 211 mm, type of the worst setup path in2out, cycle use final 88.3%, cells after synthesis 3769, met2 wire len 97.3 mm, CP Launch Type input pin, yosys stat area 56600 µm², Leak 21.4 nW, max-cap violation count 0, Sink Count 1024, Unique cell types ~89, logic area between 20000 and 25000 µm², IO Count 91
-- critical path, delay by kind of cell --
kind | cells | cell delay (ps)
buffers and inverters | 7 | 2820
AOI/OAI and AO/OA | 7 | 1890
and+or+nand+nor | 7 | 1790
adders and majority gates | 1 | 400
muxes | 1 | 170
-- kinds of logic (layout without fill, tap and decap cells) --
logic type                 after synthesis  after routing  share of synthesized area, %
xor gates and xnor gates                31             31                         0.480
and+or+nand+nor                        600            600                          4.92
DFF                                   1024           1024                          54.4
adders and majority gates               98             98                          2.19
AOI/OAI and AO/OA                      722            722                          8.95
muxes                                  896            896                          25.8
other                                    0              2                             0
buffers and inverters                  398            552                          3.25
-- routing by layer --
| metal | global-route usage [%] | vias to the layer above |
|---|---|---|
| li1 | - | 15639 |
| met1 | 25.6 | 18925 |
| met2 | 35.1 | 2650 |
| met3 | 16.5 | 465 |
| met4 | 8.82 | 10 |
| met5 | 0.277 | - |
-- cells in the mapped netlist (7+ instances only) --
| master | count | area share (%) |
|---|---|---|
| buf_1 | 48 | 0.32 |
| a211o_1 | 7 | 0.11 |
| xnor2_1 | 18 | 0.28 |
| buf_4 | 24 | 0.32 |
| buf_6 | 13 | 0.26 |
| a2111oi_0 | 8 | 0.12 |
| mux4_2 | 447 | 18 |
| o211ai_1 | 19 | 0.25 |
| edfxtp_1 | 1024 | 54 |
| ha_1 | 96 | 2.1 |
| o31ai_1 | 16 | 0.21 |
| nand3_1 | 75 | 0.66 |
| and2_1 | 13 | 0.14 |
| or3_1 | 10 | 0.11 |
| buf_2 | 56 | 0.50 |
| inv_1 | 91 | 0.60 |
| mux2i_1 | 415 | 7.3 |
| a211oi_1 | 29 | 0.38 |
| a2bb2oi_1 | 7 | 0.11 |
| mux2_2 | 32 | 0.64 |
| a31oi_1 | 46 | 0.51 |
| a21oi_1 | 116 | 1.0 |
| a22o_1 | 29 | 0.45 |
| nor3_1 | 39 | 0.35 |
| nor2_1 | 188 | 1.2 |
| and3_1 | 10 | 0.11 |
| o21ai_0 | 84 | 0.74 |
| a21o_1 | 10 | 0.13 |
| nand4_1 | 16 | 0.18 |
| a22oi_1 | 178 | 2.4 |
| nor2b_1 | 19 | 0.21 |
| a311oi_1 | 8 | 0.12 |
| nor4_1 | 9 | 0.10 |
| o221ai_1 | 16 | 0.25 |
| o21a_1 | 8 | 0.11 |
| xor2_1 | 13 | 0.20 |
| clkbuf_1 | 152 | 1.0 |
| o22ai_1 | 44 | 0.49 |
| o2111ai_1 | 9 | 0.14 |
| o21bai_1 | 11 | 0.15 |
| or2_2 | 7 | 0.077 |
| nand2_1 | 169 | 1.1 |
| nand2b_1 | 16 | 0.18 |
-- final cells by class --
cell class,count,area share [%]
Inverter,99,0.580
Multi-Input combinational cell,2347,38.0
Sequential cell,1024,48.0
Clock inverter,61,1.05
Tap cell,2480,4.84
Timing Repair Buffer,276,3.66
Clock buffer,116,3.90
Antenna cell,2,0.00781
-- worst paths after layout --
path                                      startpoint                                 end  slack, ps  cells after the start
setup / recovery                           rdReg1[1]                           result[0]       1750                     23
hold / removal    regFile1.regFile[24][31]$_DFFE_PP_  regFile1.regFile[20][15]$_DFFE_PP_       2050                      9
setup reg to reg    regFile1.regFile[4][3]$_DFFE_PP_   regFile1.regFile[4][31]$_DFFE_PP_       8170                     15
hold reg to reg   regFile1.regFile[24][31]$_DFFE_PP_  regFile1.regFile[20][15]$_DFFE_PP_       2050                      9
-- stage by stage --
step / hold slack [ps] / worst slack (ps) / total power, mW / cell area, µm² / instances
2_1_floorplan: 1570 / 4120 / 4.13 / 56600 / 3769
3_3_place_gp: 2050 / 2040 / 4.65 / 60900 / 6226
3_5_place_dp: 2040 / 1970 / 4.65 / 60900 / 6226
4_1_cts: 2060 / 1920 / 7.11 / 64100 / 6403
5_1_grt: 2170 / 1520 / 7.31 / 64100 / 6403
6_report: 2050 / 1750 / 7.10 / 64100 / 6405
-- power breakdown --
group | switching, mW | internal (mW) | total (mW)
Sequential | 0.00948 | 3.24 | 3.25
Clock | 1.11 | 1.37 | 2.48
Combinational | 0.883 | 0.481 | 1.36
Total | 2.00 | 5.10 | 7.10
Power and IR drop assume default switching activity.
